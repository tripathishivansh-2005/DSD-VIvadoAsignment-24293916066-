==> ./design.v <==
`timescale 1ns / 1ps
module uas(
input A0, A1, A2, A3, B0, B1, B2, B3, M,
output C4, S0, S1, S2, S3,V
    );
    assign C0= M;
    assign S0= A0 ^ (B0 ^ M) ^ C0;
    assign C1= (A0 & (B0 ^ M)) | (C0 & (A0 ^ (B0 ^ M)));
    assign S1= A1 ^ (B1 ^ M) ^ C1;
    assign C2= (A1 & (B1 ^ M)) | (C1 & (A1 ^ (B1 ^ M)));
    assign S2= A2 ^ (B2 ^ M) ^ C2;
    assign C3= (A2 & (B2 ^ M)) | (C2 & (A2 ^ (B2 ^ M)));
    assign S3= A3 ^ (B3 ^ M) ^ C3;
    assign C4= (A3 & (B3 ^ M)) | (C3 & (A3 ^ (B3 ^ M)));
    assign V= C3 ^ C4;
endmodule
==> ./run.sh <==
#!/bin/bash
# OpenROAD 26Q1-2900-gdf79404cd8, Yosys 0.63+post, stock flow scripts
make -C /OpenROAD-flow-scripts/flow DESIGN_CONFIG=/design/flow/config.mk WORK_HOME=/design/flow/orfs finish
==> ./config.mk <==
export PLATFORM = sky130hd
export DESIGN_NAME = uas
export DESIGN_NICKNAME = uas
export VERILOG_FILES = /design/flow/design.v
export SDC_FILE = /design/flow/constraint.sdc
export NUM_CORES = 4
export LEC_CHECK = 1
export CORE_AREA = 10 10 70 70
export DIE_AREA = 0 0 80 80
==> ./constraint.sdc <==
current_design uas

set clk_period 3.7
set clk_io_pct 0.2

create_clock -name clk0 -period $clk_period

set non_clock_inputs [all_inputs -no_clocks]
set_input_delay [expr $clk_period * $clk_io_pct] -clock clk0 $non_clock_inputs
set_output_delay [expr $clk_period * $clk_io_pct] -clock clk0 [all_outputs]
==> out/metrics.cfg <==
[outcome]
status=complete, no violations

[timing]
worst_hold_slack_ns=2.25
fin_crit_ns=3.51
min_period_over_period_pct=94.8
timing_hold_violations_final=0
tightestPinTransition_ns=0.206
setup_slack_ns=0.193
grt_setup_unrepaired=false
max_slew_margin_pct=86.1
finalSetupViolations=0
slew_violations=0
max_clock_freq_mhz=285
tns_ns=0

[flow_run]
maxCapViolCount=0
openroad.warnings=32

[drt]
dr.pass1.iters=2
wirelength_um=579
antenna_left=0
first_iter_violations=1
vias=145
routedWlPerCell_um=7.33
num_antenna_cells=0
route.detailed.drc=0
vias_per_cell=1.84

[setup_path]
cp_top_family=adder cells
end_kind=output pin
crit_start=B0
start_kind=input port
path_cells=dlygate4sd2_1 > mux2_4 > fa_2 > inv_2 > fa_2 > inv_1 > fa_2 > clkdlybuf4s50_1
crit_buf_inv=4
path_max_fanout=2
cpMostUsedCell=fa_2
crit_path_max_incr_delay_ns=0.44
critPathRequiredTime_ns=2.96
cp_slowest_cell=clkdlybuf4s50_1
path_depth=8
crit_type=input port to output pin
cp.arrival_ns=2.77
endpoint=C4

[global_route]
met2_usage_pct=3.53
track_usage_pct=1.90
grt_overflow=0
grt_pass1_wl_um=938
grt_start_max_net_pins=4
gr-max-usage-layer=met2
first_global_vias=191
antenna_found_initial=0
use_met3_pct=0.568
grt_use_met1_pct=2.20

[floorplanning]
core_region_area_um2=3420
floorplan.core_util_pct=3.81
num_io_pins=15
die_w_um=80
die_h_um=80
rows=21
dieArea_um2=6400

[final_layout]
ff_latch_area_um2=0
drive_above_1_share_pct=33.3
area_delta_synth_final_pct=201
lay_top_cells=clkdlybuf4s50_1 (9), buf_4 (5), dlygate4sd2_1 (4)
fillers=395
clockBufferCount=0
layout_top_cell=clkdlybuf4s50_1
flops=0
post-route-cell-area_um2=392

[logic_synthesis]
ys_seq_share_pct=0
ys_cells=13
ys.warnings.count=4
postSynthCellCount=13
syn_area_per_cell_um2=10.0
ys_chip_area_um2=130
yosys.area.top_type=fa_1
top_cells_by_area=fa_1 (46%), xor2_1 (20%), xnor2_1 (13%)
yosysUniqueCellTypes=5
synth_area_um2=130
yosysTopAreaCellShare_pct=46.2

[power_and_ir_drop]
vdd_drop_max_mv=0.0249
power_density_nw_per_um2=159
cellLeakagePower_nw=0.164

[clock_network]
cts_hold_buf=0

[hold_path]
min_path_type=input port to output pin
holdCritStartpoint=A0

[placement]
post_dp_cell_area_um2=368
place.gp.congestion=0.782
dp_slack_ns=-0.362
numPortBuffers=15

power by group:
part           internal [mW]  leakage, nW  switching [mW]
combinational         0.0436        0.164          0.0185
sequential                 0            0               0
clock                      0            0               0
total                 0.0436        0.164          0.0185
cell families (layout without fill, tap and decap cells):
| logic type | after synthesis | count (layout) | share of synthesized area [%] |
|---|---|---|---|
| xor+xnor | 5 | 5 | 33.7 |
| buf+inv | 4 | 24 | 11.5 |
| fa+ha+maj | 3 | 3 | 46.2 |
| mux | 1 | 1 | 8.65 |
tightest hold or removal path: cells and delay by family:
family / cells / cell delay [ns]
xor+xnor: 1 / 0.05
buf+inv: 3 / 0.73
metal layers:
metal | vias up | wire [um]
met5 | - | 0
met4 | 0 | 0
met3 | 0 | 74
met2 | 9 | 285
met1 | 61 | 219
li1 | 75 | -
per-stage QoR:
step	std cells	power [mW]	util, %
3_3_place_gp	78	0.0632	10.8
2_1_floorplan	13	0.0134	-
5_1_grt	79	0.0716	11.5
4_1_cts	78	0.0635	11.2
3_5_place_dp	78	0.0634	10.8
6_report	79	0.0622	11.5
worst min path at each step:
stage | to | slack (ns) | cells after the start
after CTS | S0 | 2.26 | 4
after global routing | S0 | 2.28 | 4
final | S0 | 2.25 | 4
repair_timing:
action,CTS,global route
resized,12,1
pin swaps,1,2
buffers inserted,0,1
endpoints found under the setup margin,3,1
final cells by class:
cell class	instances	area, um2	area share, %
repair buffers	20	185	47.3
multi-input cells	9	134	34.2
well taps	46	57.6	14.7
inverters	4	15.0	3.83
cells in the mapped netlist:
library cell / count
mux2_2: 1
inv_1: 4
xnor2_1: 2
fa_1: 3
xor2_1: 3
Power figures rest on the tool's default switching activity, not on a simulated workload.
