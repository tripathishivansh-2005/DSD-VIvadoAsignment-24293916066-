[flow/design.v]
`timescale 1ns / 1ps
module booleanexpression(
input a,b,c,d,
output y1,y2,y3,y4,y5
    );
    assign y1 = (a & b) | (~c & d);
    assign y2 = ~(a | b | c);
    assign y3 = (a ^ b) & (c | d);
    assign y4 = (a & ~b) | (b & ~c) | (c & ~a);
    assign y5 = (a ^ b) | ~(c & d);
endmodule
[flow/run.sh]
#!/bin/bash
# OpenROAD 26Q1-2900-gdf79404cd8, Yosys 0.63+post, stock flow scripts
make -C /OpenROAD-flow-scripts/flow DESIGN_CONFIG=/design/flow/config.mk WORK_HOME=/design/flow/orfs finish
[flow/config.mk]
export PLATFORM = sky130hd
export DESIGN_NAME = booleanexpression
export DESIGN_NICKNAME = booleanexpression
export VERILOG_FILES = /design/flow/design.v
export SDC_FILE = /design/flow/constraint.sdc
export NUM_CORES = 4
export LEC_CHECK = 1
export CORE_AREA = 10 10 70 70
export DIE_AREA = 0 0 80 80
[flow/constraint.sdc]
current_design booleanexpression

set clk_period 1.0
set clk_io_pct 0.2

create_clock -name clk0 -period $clk_period

set non_clock_inputs [all_inputs -no_clocks]
set_input_delay [expr $clk_period * $clk_io_pct] -clock clk0 $non_clock_inputs
set_output_delay [expr $clk_period * $clk_io_pct] -clock clk0 [all_outputs]
==> changes_impl.md <==
### Physical design

- Starting DRT DRC Count: 0
- Largest stage delay, worst path: 0.14 ns
- Final WS setup: -0.00183 ns
- Area leader share: 30.8%
- Final antenna-violating net count: 0
- Die X: 80 µm
- Final Cycle Share: 100%
- Worst Setup End Kind: output port
- Ys Warns: 0
- Antenna fix cells: 0
- Die area: 6400 µm²
- Final Cell Area: 265 µm²
- Worst setup path start: a
- Final setup vio count: 1
- Total gr overflow: 0
- DRC: 0
- Cell count along the critical path: 5
- Layout area overhead: 226%
- Mapped Cells: 12
- M1 WL: 180 µm
- Largest net degree at the start of global routing: 7
- Vias in the first global route: 118
- Register share after synthesis: 0%
- Dpl cell area: 244 µm²
- Highest routed metal layer: met3
- Post-synthesis xor/xnor area fraction: 0%
- Drt wl/cell: 5.13 µm
- Area leader, netlist: ha_1
- MaxCap Viol Count: 0
- Simple share: 36.9%
- CP Cell Sequence: buf_8 > buf_6 > ha_4 > a21o_1 > buf_2
- Met3 wire length: 59 µm
- RSZ-0062 raised after global routing: yes
- Share of layout cells above drive strength 1: 56.5%
- # rows: 21
- Endpoints failing hold: 0
- Fillers: 399
- Status: finished with violations
- Crit Path Category: primary input to output port
- I/O Buffers: 9
- Slew headroom: 90.5%
- DR vias: 123
- GRT Util Overall: 0.970%
- Largest cells by area after synthesis: ha_1, inv_1, a21o_1
- RD Place Congestion: 0.757
- Setup crit end: y1
- Power density cells: 289 nW/µm²
- Mapped Area: 81.3 µm²
- Lkg Pwr: 0.000110 µW
- Largest logic family: simple AND/OR/NAND/NOR gates
- Max Fclk: 0.998 GHz
- CP Launch Type: primary input
- Post-Syn Area per Cell: 6.78 µm²
- Tool warnings: 35
- Core area: 3420 µm²
- Adder-cell share of the synthesized area: 30.8%
- Utilization after layout: 7.77%
- Yosys Chip Area: 81.3 µm²
- Yosys stat cell total: 12
- Minimum clock period: 1.00 ns
- Synth cell types: 9
- Initial antenna violation count: 0
- CP delay by family, top: buffers and inverters
- Met2 routed WL: 114 µm
- Vias per cell: 1.78
- Layout clock buffer count: 0
- IO Pins: 9
- Fin. max-slew vios: 0
- Synth Area in Compound Gates: 18.5%
- Registers: 0
- FP Core Util: 2.38%
- 1st-pass router iterations: 1
- Buf/Inv on CP: 3
- Arr. time, crit path: 0.80 ns
- DP Wirelength: 263 µm
- Register area: 0 µm²
- MUX share of area: 0%
- Die height: 80 µm
- VDD IR-drop max: 0.0242 mV
- Post-cts hold buffer count: 0
- Critical Path Slowest Stage Cell: ha_4
- Required @ worst endpoint: 0.80 ns
- Final WL: 354 µm
- Worst-margin pin slew: 0.141 ns
- Failing checks: negative setup slack
- Worst hold-check path type: primary input to output port
- Worst-path fanout max: 3
- Hold slack: 0.692 ns
- First-pass GRT wire length: 545 µm
-- stage by stage --
stage | std cells | TNS (ns) | power (µW) | worst slack (ns)
5_1_grt | 69 | -0.0553 | 84.9 | -0.0363
2_1_floorplan | 12 | 0 | 15.9 | 0.171
4_1_cts | 69 | -0.00674 | 76.5 | -0.00428
3_3_place_gp | 69 | -3.60 | 71.9 | -0.786
6_report | 69 | -0.00183 | 76.6 | -0.00183
3_5_place_dp | 69 | -3.66 | 73.6 | -0.803
-- cell usage after synthesis --
cell and n:
a21o_1 1, and2b_1 1, and3_1 1, ha_1 2
inv_1 3, nand3b_1 1, nor2_1 1, nor3_1 1
o21a_1 1
-- final cells by class --
type	instances	area (µm²)	area share (%)
timing repair buffer	11	96.3	36.3
multi-input combinational	9	95.1	35.8
tap	46	57.6	21.7
inverter	3	16.3	6.13
-- cell families after synthesis --
group | count (synthesis)
AND-OR/OR-AND | 2
AND/OR/NAND/NOR | 5
adder cells (fa/ha/maj) | 2
buffers and inverters | 3
-- worst min-delay path by stage --
| stage | startpoint | cells past startpoint | slack, ns | end |
|---|---|---|---|---|
| after CTS | c | 3 | 0.70 | y5 |
| after global routing | c | 3 | 0.73 | y5 |
| final | c | 3 | 0.69 | y5 |
-- power by group --
| part | switching, µW | total, µW | internal, µW |
|---|---|---|---|
| clock | 0 | 0 | 0 |
| sequential | 0 | 0 | 0 |
| combinational | 28.0 | 76.6 | 48.6 |
-- timing repair --
action,in CTS,in global routing
setup endpoints to repair,5,3
buffers inserted,0,0
resized,40,0
cloned,0,0
pin swaps,2,3
-- layer usage --
metal  GRT usage (%)  vias up
li1                -       62
met1            1.32       52
met2            1.52        9
met3           0.341        0
met4               0        0
met5               0        -
-- worst min-delay path, stage by stage --
cell and delay, ns:
buf_2 0.13, nand3b_1 0.08, buf_2 0.09
-- placed cells by master (no fill, tap or decap), drive strengths merged --
| master | count |
|---|---|
| nor3 | 1 |
| ha | 2 |
| and3 | 1 |
| dlygate4sd2 | 1 |
| o21a | 1 |
| buf | 9 |
| a21o | 1 |
| nor2 | 1 |
| inv | 3 |
| nand3b | 1 |
| and2b | 1 |
| clkdlybuf4s15 | 1 |
Power and IR drop assume default switching activity.
